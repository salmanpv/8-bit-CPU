**./config.mk**
```make
export PLATFORM = sky130hd
export DESIGN_NAME = program_counter
export DESIGN_NICKNAME = program_counter
export VERILOG_FILES = /design/flow/design.v
export SDC_FILE = /design/flow/constraint.sdc
export NUM_CORES = 4
export LEC_CHECK = 1
export CORE_AREA = 10 10 70 70
export DIE_AREA = 0 0 80 80
```
**./constraint.sdc**
```tcl
current_design program_counter

set clk_period 1.4
set clk_io_pct 0.2

create_clock -name clk0 -period $clk_period [get_ports {clk}]

set non_clock_inputs [all_inputs -no_clocks]
set_input_delay [expr $clk_period * $clk_io_pct] -clock clk0 $non_clock_inputs
set_output_delay [expr $clk_period * $clk_io_pct] -clock clk0 [all_outputs]
```
**./design.v**
```verilog
module program_counter (
    input wire clk,
    input wire reset,
    input wire load,
    input wire inc,
    input wire skip,               
    input wire [3:0] data_in,
    output reg [3:0] addr_out
);
    always @(posedge clk or posedge reset) begin
        if (reset)
            addr_out <= 4'b0000;
        else if (load)
            addr_out <= data_in;   
        else if (skip)
            addr_out <= addr_out + 2;   
        else if (inc)
            addr_out <= addr_out + 1;   
    end
endmodule
```
**./run.sh**
```bash
#!/bin/bash
# OpenROAD 26Q1-2900-gdf79404cd8, Yosys 0.63+post, stock flow scripts
make -C /OpenROAD-flow-scripts/flow DESIGN_CONFIG=/design/flow/config.mk WORK_HOME=/design/flow/orfs finish
```
==> Slide: Implementation Results <==
Synthesis and Place & Route Summary

Timing
  • Worst hold slack: 239 ps
  • Slew headroom: 0.829
  • Slew Limit Fails: 0
  • Slew @ Worst Pin: 256 ps
  • Final Cycle Share: 0.954
  • Final tally of hold violations: 0
  • Period minus WS final: 1330 ps
  • FMAX: 0.749 GHz
  • # setup viols final: 0
  • Skew final: 2.60 ps
  • RSZ-0062 raised after global routing: false
  • TNS Setup: 0 ps

Clock tree
  • TritonCTS buffer count: 3
  • Clock root cell: clkbuf_4
  • Clk buf depth: 2
  • Late-Pin Clk Latency: 230 ps
  • CTS Hold Buffers Added: 0
  • CTS tree: built
  • Clock Sinks: 4
  • CTS clk-pin slew, worst paths: 40 ps
  • H-tree depth: 1

Cells and area
  • Layout cells sized above 1: 0.224
  • Reg with most FFs: addr_out
  • Top cells excl fill/tap: 8 x clkdlybuf4s50_1, 6 x buf_4, 4 x dfrtp_1
  • Fillers: 387
  • Max reg flops: 4
  • Commonest Layout Cell: clkdlybuf4s50_1
  • FF+latch area: 100 µm²
  • Synth-to-Final Area Change: 97.6%
  • Gate Area: 146 µm²
  • Top flop regs: addr_out: 4 flops

Floorplanning
  • IO Pins: 13
  • FP Util: 0.0766
  • FP Rows: 21
  • Die Span Y: 80 µm
  • CORE AREA: 3420 µm²
  • Die Wd: 80 µm
  • Die area: 6400 µm²

Drt
  • Final wirelength: 825 µm
  • Initial DRC Count: 10
  • Via count: 269
  • DR DRC count: 0
  • Antenna-violating nets left: 0
  • Ant. Diodes: 0
  • Wire per inst: 8.68 µm
  • Drt first pass iters: 4
  • Vias per Instance: 2.83

Critical path
  • Critical path peak fanout: 2
  • Crit-path cells: clkdlybuf4s50_1
  • Critical Path RT: 1120 ps
  • Crit path buf inv count: 1
  • Worst EP arrival: 1050 ps
  • Worst setup EP type: output port
  • CP max stage delay: 480 ps
  • Crit Path Class: flop to output port
  • Largest delay share family, worst path: buffers and inverters
  • CP max-delay cell: clkdlybuf4s50_1
  • Worst Setup Start Kind: flop

Pwr
  • P per Cell Area: 842 nW/µm²
  • Leakage Power: 0.000242 µW
  • Peak supply drop: 0.154 mV

Logic synthesis
  • Cells after synthesis: 28
  • Yosys Instances: 28
  • Syn_area_per_cell: 9.34 µm²
  • Most used DFF post-synth: dfrtp_1
  • Post-synth seq share: 0.383
  • YS warnings: 1
  • Synth flops: 4
  • Post-synth EDFFs: 0
  • Distinct lib cells used: 19
  • Synthesized area: 262 µm²
  • Post-synth ARST share: 1.00
  • Synthesis area per yosys: 262 µm²

Placement
  • RePlAce Congestion: 0.663
  • Hpwl dp: 684 µm
  • # port buffers: 12

GRT
  • Gr usage total: 0.0269
  • Number of global-route vias before repair: 305
  • Top Usage Layer GRT: met2
  • Met2 Use GR: 0.0337
  • Met3 Use GR: 0.0227
  • Initial antenna violation count: 0
  • First-pass GRT wire length: 1.34 mm
  • GR Overflow Total: 0
  • M1 GR Usage: 0.0334
  • Largest net degree at the start of global routing: 8

Job
  • Stage-log warning count: 25
  • Max_cap viols: 0

Run status
  • Status: complete, no violations

Worst hold path
  • Min-delay worst type: primary input to asynchronous set/reset pin
synth_stat cells (2+ instances only):
master | count | area, µm²
dfrtp_1 | 4 | 100
ha_1 | 2 | 25.0
inv_1 | 3 | 11.3
nand2_1 | 2 | 7.51
nor2_1 | 2 | 7.51
nor2b_1 | 2 | 12.5
final timing paths:
| check | startpoint | to | slack [ps] | cells after the start |
|---|---|---|---|---|
| max | addr_out[2]$_DFFE_PP0P_ | addr_out[2] | 70 | 1 |
| min | reset | addr_out[3]$_DFFE_PP0P_ | 240 | 2 |
| max reg2reg | addr_out[0]$_DFFE_PP0P_ | addr_out[1]$_DFFE_PP0P_ | 80 | 3 |
| min reg2reg | addr_out[3]$_DFFE_PP0P_ | addr_out[3]$_DFFE_PP0P_ | 670 | 3 |
| max in group asynchronous | reset | addr_out[1]$_DFFE_PP0P_ | 1010 | 2 |
| min in group clk0 | inc | addr_out[2]$_DFFE_PP0P_ | 550 | 4 |
layer usage:
layer / share of wire / vias up
li1: - / 139
met1: 0.43 / 119
met2: 0.42 / 11
met3: 0.15 / 0
met4: 0 / 0
met5: 0 / -
cells by family after synthesis:
| logic type | share of synthesized area |
|---|---|
| buffers and inverters | 0.0574 |
| flip-flops | 0.383 |
| AND-OR/OR-AND | 0.172 |
| adder cells (fa/ha/maj) | 0.0957 |
| AND/OR/NAND/NOR | 0.182 |
| XOR/XNOR | 0.0670 |
| multiplexers | 0.0431 |
metrics by stage:
stage	area (µm²)	cells	util	total power [µW]	setup WS [ps]
floorplan	262	28	-	199	59.7
global placement	473	90	0.138	286	-185
detailed placement	473	90	0.138	287	-207
CTS	512	95	0.150	447	28.9
global route	517	95	0.151	465	21.9
finish	517	95	0.151	435	65.1
area by class of cell:
type                            count  share of cell area
Clock buffer                        3              0.0436
Inverter                            3              0.0218
Multi-Input combinational cell     20               0.283
Sequential cell                     4               0.194
Tap cell                           46               0.111
Timing Repair Buffer               19               0.346
repair_timing:
action                                 4_1_cts  5_1_grt
setup endpoints to repair                    3        1
buffers inserted                             2        0
endpoints found under the hold margin        0        0
resized                                      3        2
pin swaps                                    0        2
report_power, final:
group	internal [µW]	switching, µW	total, µW
logic	99.3	53.8	153
registers	132	8.84	141
clock network	95.8	45.5	141
total	327	108	435
Power and IR drop assume default switching activity.
