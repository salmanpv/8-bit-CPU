--- design/flow/run.sh ---
#!/bin/bash
# OpenROAD 26Q1-2900-gdf79404cd8, Yosys 0.63+post, stock flow scripts
make -C /OpenROAD-flow-scripts/flow DESIGN_CONFIG=/design/flow/config.mk WORK_HOME=/design/flow/orfs finish
--- design/flow/config.mk ---
export PLATFORM = sky130hd
export DESIGN_NAME = control_unit
export DESIGN_NICKNAME = control_unit
export VERILOG_FILES = /design/flow/design.v
export SDC_FILE = /design/flow/constraint.sdc
export NUM_CORES = 4
export LEC_CHECK = 1
export CORE_AREA = 10 10 70 70
export DIE_AREA = 0 0 80 80
--- design/flow/constraint.sdc ---
current_design control_unit

set clk_period 1.8
set clk_io_pct 0.2

create_clock -name clk0 -period $clk_period [get_ports {clk}]

set non_clock_inputs [all_inputs -no_clocks]
set_input_delay [expr $clk_period * $clk_io_pct] -clock clk0 $non_clock_inputs
set_output_delay [expr $clk_period * $clk_io_pct] -clock clk0 [all_outputs]
--- design/flow/design.v ---
module control_unit (
    input wire clk,
    input wire reset,
    input wire [3:0] opcode,
    input wire zero,
    input wire carry,
    output reg pc_inc,
    output reg pc_load,
    output reg ir_load,
    output reg regA_load,
    output reg regR0_load,
    output reg regR1_load,
    output reg [1:0] alu_op,
    output reg output_enable,
    output reg halt
);
    reg [1:0] state;
    localparam FETCH = 2'b00, DECODE = 2'b01, EXECUTE = 2'b10;
    always @(posedge clk or posedge reset) begin
        if (reset) begin
            state <= FETCH;
            halt <= 0;
        end else begin
            case (state)
                FETCH: begin
                    ir_load <= 1;
                    pc_inc <= 1;
                    regA_load <= 0;
                    regR0_load <= 0;
                    regR1_load <= 0;
                    output_enable <= 0;
                    pc_load <= 0;
                    alu_op <= 2'b00;
                    state <= DECODE;
                end
                DECODE: begin
                    ir_load <= 0;
                    pc_inc <= 0;
                    state <= EXECUTE;
                end
                EXECUTE: begin
                    regA_load <= 0;
                    regR0_load <= 0;
                    regR1_load <= 0;
                    output_enable <= 0;
                    pc_load <= 0;
                    alu_op <= 2'b00;
                    case (opcode)
                        4'b0000: ;  
                        4'b0001: regR0_load <= 1;  
                        4'b0010: begin           
                            alu_op <= 2'b00;
                            regA_load <= 1;
                        end
                        4'b0011: begin           
                            alu_op <= 2'b01;
                            regA_load <= 1;
                        end
                        4'b0100: regR1_load <= 1;  
                        4'b0101: begin           
                            alu_op <= 2'b00;
                            regA_load <= 1;
                        end
                        4'b0110: begin           
                            alu_op <= 2'b01;
                            regA_load <= 1;
                        end
                        4'b0111: output_enable <= 1;  
                        4'b1000: pc_load <= 1;  
                        4'b1001: begin  
                            if (zero)
                                pc_load <= 1;
                        end
                        4'b1010: begin  
                            if (carry)
                                pc_load <= 1;
                        end
                        4'b1111: halt <= 1;  
                        default: ;  
                    endcase
                    state <= FETCH;  
                end
            endcase
        end
    end
endmodule
==> results.cfg <==
; implementation run metrics
[logic_synthesis]
synth_flop_count = 11
synth_chip_area_um2 = 462
synth_cells = 38
yosys_warnings = 1
netlist_area_um2 = 462
avgSynthCellArea_um2 = 12.1
yosysUniqueCellTypes = 18
ys_cells = 38
ys_seq_share = 0.675

[flow_run]
log.warning_count = 25
drv_cap = 0

[grt]
gr-usage-all-layers = 0.0275
use_met3 = 0.0239
antenna_found_initial = 0
grt_remaining_overflow = 0
met1_usage = 0.0291
grt_pass1_vias = 306
grt_max_degree = 8
grt_pass1_wl_um = 1370
gr-max-usage-layer = met2
grt_use_met2 = 0.0417

[cells_and_area]
final_cell_mix = 16 x clkdlybuf4s50_1, 7 x edfxtp_1, 6 x nor2_1
layout-drive-gt1-share = 0.123
postLayoutCellArea_um2 = 699
lay_top_count = clkdlybuf4s50_1
flop_area_um2 = 312
synthToLayoutAreaGrowth_pct = 51.5
fill_cells = 371
logic_area_um2 = 124

[drt]
ant_nets = 0
antenna_cells = 0
avgViaCountPerCell = 3.13
drt_iter0_drc = 17
drc = 0
drt-wirelength-per-cell_um = 9.03
drt-pass1-iter-count = 4
wl_um = 930
vias = 322

[floorplanning]
fp.dieW_um = 80
die_h_um = 80
num_rows = 21
initial_core_util = 0.135
io_pins = 18
core-area_um2 = 3420
chipArea_um2 = 6400

[power_and_ir_drop]
comb_power_share = 0.071
leakage_nw = 0.258
power_switching_uw = 89.4
p_int_uw = 368
pwr-share-seq = 0.582
vdd_drop_max_uv = 180
pwr-share-clk = 0.346
p_sw_frac = 0.196
power_density_nw_per_um2 = 654
total_power_uw = 457

[critical_path]
crit_cells = 1
worst_setup_path_end_kind = primary output
cp.buffers_inverters = 1
cp-start-kind = flop
cp_cell_sequence = clkdlybuf4s50_1
path_max_fanout = 2
critical_path.top_delay_family = buffers and inverters
crit_path_max_incr_delay_ns = 0.47
crit_slowest_cell = clkdlybuf4s50_1
critPathRequiredTime_ns = 1.44
critPathKind = reg2out
cp.arrival_ns = 1.08
reg2regPathDepth = 2

[final_timing]
min_period_over_period = 0.799
grt_setup_unrepaired = false
fin_tns_setup_ns = 0
hold_ws_ns = 0.343
finClkSkew_ns = 0.00610
timing.fmax_mhz = 695
setup_ws_ns = 0.361
hold_viol_final = 0
fin_crit_ns = 1.44
setup_violations = 0
finalMaxSlewViolations = 0

[clock_network]
postCtsSetupBuffers = 0
htree_levels = 1
clock_path_buffers = 2
clk_pin_slew_ns = 0.07
tritoncts = done
cts_sinks = 11
clk_latency_ns = 0.26
cts_hold_buf = 0
postCtsResizedCells = 0
root_buffer = clkbuf_4
numCtsBuffers = 3

[place]
dp_worst_setup_slack_ns = 0.213
gp_congestion = 0.803
place_area_um2 = 672
io_buffers = 16
hpwl_um = 793

[outcome]
status = finished clean

[min_path]
hold_path.class = in2async
[power by group through the flow]
stage	clock network (mW)	logic, mW	registers [mW]
final	0.158	0.0326	0.266
after CTS	0.165	0.0332	0.266
after global routing	0.177	0.0356	0.266
[area by class of cell]
type	count	area share
sequential	11	0.445
clock buffer	3	0.0322
tap	46	0.0823
timing repair buffer	17	0.240
inverter	3	0.0161
clock inverter	1	0.00716
multi-input combinational	22	0.177
[Yosys cell counts (all sizes together)]
library cell  number  share of area
and3               1          0.016
and4b              1          0.022
buf                2          0.033
conb               1         0.0081
dfrtp              3           0.16
dfstp              1          0.057
edfxtp             7           0.46
inv                3          0.024
nand2              3          0.024
nand2b             1          0.014
nand3              1          0.011
nor2               6          0.049
nor2b              2          0.027
nor3               1          0.011
nor4b              1          0.019
o21bai             1          0.016
o22ai              1          0.014
xor2               2          0.038
[sequential cells by signal, indices dropped and copies added (netlist names)]
register / count
state: 3
alu_op: 1
halt: 1
ir_load: 1
output_enable: 1
pc_load: 1
regA_load: 1
regR0_load: 1
regR1_load: 1
[kinds of logic (layout without fill, tap and decap cells)]
logic type      count (synthesis)  in the layout  synth area share
xor+xnor                        2              2            0.0379
other cells                     1              1           0.00812
buf+inv                         5             24            0.0569
compound gates                  2              2            0.0298
flops                          11             11             0.675
simple gates                   17             17             0.192
[through the flow]
stage | instances | util
final | 103 | 0.205
after global routing | 103 | 0.205
after CTS | 103 | 0.205
after detailed placement | 99 | 0.197
after global placement | 99 | 0.197
after floorplan | 38 | -
[metal layers]
| metal | wire length, um | vias to the layer above |
|---|---|---|
| met3 | 125 | 2 |
| met4 | 8 | 0 |
| li1 | - | 165 |
| met1 | 401 | 145 |
| met5 | 0 | - |
| met2 | 394 | 10 |
[worst paths after layout]
kind / start / end / slack [ns]
worst min register to register: state[2]$_DFF_PP0_ / state[1]$_DFF_PP0_ / 0.40
worst max-delay path: ir_load$_DFFE_PP_ / ir_load / 0.36
min in group clk0: state[2]$_DFF_PP0_ / state[1]$_DFF_PP0_ / 0.40
worst max register to register: state[0]$_DFF_PP1_ / regR0_load$_DFFE_PP_ / 0.50
worst min-delay path: reset / state[1]$_DFF_PP0_ / 0.34
max in group asynchronous: reset / state[0]$_DFF_PP1_ / 1.23
Power is estimated from default activity; no workload was simulated.
