File: constraint.sdc
current_design alu

set clk_period 7.3
set clk_io_pct 0.2

create_clock -name clk0 -period $clk_period

set non_clock_inputs [all_inputs -no_clocks]
set_input_delay [expr $clk_period * $clk_io_pct] -clock clk0 $non_clock_inputs
set_output_delay [expr $clk_period * $clk_io_pct] -clock clk0 [all_outputs]
File: config.mk
export PLATFORM = sky130hd
export DESIGN_NAME = alu
export DESIGN_NICKNAME = alu
export VERILOG_FILES = /design/flow/design.v
export SDC_FILE = /design/flow/constraint.sdc
export NUM_CORES = 4
export LEC_CHECK = 1
export CORE_AREA = 10 10 70 70
export DIE_AREA = 0 0 80 80
File: run.sh
#!/bin/bash
# OpenROAD 26Q1-2900-gdf79404cd8, Yosys 0.63+post, stock flow scripts
make -C /OpenROAD-flow-scripts/flow DESIGN_CONFIG=/design/flow/config.mk WORK_HOME=/design/flow/orfs finish
File: design.v
module alu (
    input wire [7:0] A,       
    input wire [7:0] B,       
    input wire [1:0] op,      
    output reg [7:0] result,
    output reg zero,
    output reg carry
);
    reg [8:0] temp;  
    always @(*) begin
        case (op)
            2'b00: temp = A + B;          
            2'b01: temp = A - B;          
            2'b10: temp = A & B;          
            2'b11: temp = A | B;          
            default: temp = 9'b0;
        endcase
        result = temp[7:0];        
        carry = temp[8];           
        zero = (result == 8'b0);   
    end
endmodule
==> flow_summary.json <==
{
  "flop_area_um2": 0,
  "globalplace.congestion": 0.8417,
  "synth_seq_share_pct": 0,
  "via_per_inst": 4.597,
  "wl_per_cell_um": 11.83,
  "grt_max_degree": 14,
  "cp-start-kind": "input port",
  "finalMaxSlewViolations": 0,
  "drcViolationCount": 0,
  "status": "finished clean",
  "nClkBuffers": 0,
  "comb_power_share_pct": 100.0,
  "die_h_um": 80,
  "syn_area_um2": 793.3,
  "gr-usage-all-layers_pct": 6.377,
  "rsz0062_at_grt": "no",
  "logic_family": "simple AND/OR/NAND/NOR gates",
  "flop-count": 0,
  "io_pins": 28,
  "p_sw_share_pct": 45.41,
  "end_kind": "output port",
  "finalCriticalPeriod_ns": 6.306,
  "switching_power_mw": 0.04499,
  "warnings": 34,
  "postSynthAreaPerCell_um2": 7.345,
  "ys_cells": 108,
  "grt_overflow_total": 0,
  "power_mw": 0.09909,
  "whs_path_depth": 3,
  "ys_warn_count": 1,
  "vias": 832,
  "power_density_mw_per_mm2": 88.78,
  "p_int_mw": 0.05409,
  "num_antenna_cells": 0,
  "ys_chip_area_um2": 793.3,
  "final_antenna_net_count": 0,
  "drt_iter0_markers": 42,
  "fp_util_pct": 23.22,
  "core_mm2": 0.003416,
  "die_w_um": 80,
  "ctsHoldBuffers": 0,
  "finalSetupTns_ns": 0,
  "max-cap-violations": 0,
  "power.share.sequential_pct": 0,
  "dieArea_mm2": 0.006400,
  "finalCritPeriodShare_pct": 86.39,
  "grt_first_pass_wirelength_um": 3491,
  "simple_gate_share_pct": 28.86,
  "path_max_fanout": 9,
  "pwr-share-clk_pct": 0,
  "cp.required_ns": 5.84,
  "maxSlewHeadroom_pct": 67.73,
  "first_global_vias": 772,
  "p_leak_nw": 0.4383,
  "mux_share_pct": 2.524,
  "cts_resized": 0,
  "synth_cells": 108,
  "critPathArrivalTime_ns": 4.85,
  "worst_slew_pin_slew_ns": 0.4826,
  "rows": 21,
  "drive_above_1_share_pct": 8.889,
  "fillers": 380,
  "holdCritPathClass": "in2out",
  "place_hpwl_um": 1936,
  "fmax_ghz": 0.1586,
  "vdd_drop_max_mv": 0.02697,
  "xor_share_pct": 7.729,
  "synthAoiAreaFrac_pct": 26.50,
  "grt_antenna_before_repair": 0,
  "setup_viol": 0,
  "criticalPathCategory": "in2out",
  "final-hold-violation-count": 0,
  "drt-pass1-iter-count": 4,
  "yosysUniqueCellTypes": 36,
  "routed_wl_um": 2142,
  "adder_share_pct": 27.76,
  "post_cts_buffers": 0,
  "syn_to_final_growth_pct": 40.69,
  "io_buffers": 28
}
==> cells in the final DEF, fill, tap and decap left out, types with 3 or more instances in the layout <==
cell / n
a21oi_1: 8
xnor2_1: 4
inv_1: 8
o31ai_1: 3
maj3_1: 4
nor2b_1: 3
clkdlybuf4s50_1: 28
or3_1: 3
nor2_1: 12
ha_1: 11
xor2_1: 3
nand2_1: 10
nor3_1: 5
o21a_1: 5
==> power groups by stage <==
stage / Clock, mW / Sequential, mW / Combinational (mW)
4_1_cts: 0 / 0 / 0.100
5_1_grt: 0 / 0 / 0.110
6_report: 0 / 0 / 0.0991
==> worst paths after layout <==
kind,from,slack (ns),end
max,op[1],0.99,zero
min,op[1],4.11,result[2]
==> logic make-up (layout without fill, tap and decap cells) <==
family | Yosys count | count (layout)
fa+ha+maj | 18 | 18
mux | 2 | 2
simple gates | 42 | 42
xor+xnor | 7 | 7
buf+inv | 10 | 37
compound gates | 29 | 29
==> metrics by stage <==
stage          setup WS, ns  cells  util (%)  hold slack (ns)  cell area (um^2)
5_1_grt              0.7275    181     32.67            4.152              1116
2_1_floorplan         2.367    108         -            2.952             793.3
4_1_cts              0.9535    181     32.67            4.118              1116
3_3_place_gp         0.9602    181     32.67            4.113              1116
6_report             0.9935    181     32.67            4.108              1116
3_5_place_dp         0.9532    181     32.67            4.118              1116
==> cell usage after synthesis, types with 2 or more instances <==
| library cell | n | area, um^2 |
|---|---|---|
| mux2i_1 | 2 | 20.02 |
| o21ai_0 | 2 | 10.01 |
| o31ai_2 | 2 | 25.02 |
| maj3_1 | 4 | 40.04 |
| o211ai_1 | 2 | 15.01 |
| nor3_2 | 2 | 20.02 |
| xnor2_1 | 4 | 35.03 |
| a21oi_1 | 8 | 40.04 |
| nand2_1 | 10 | 37.54 |
| maj3_2 | 2 | 22.52 |
| nor2_1 | 12 | 45.04 |
| xor2_1 | 3 | 26.28 |
| ha_1 | 11 | 137.6 |
| nor3_1 | 5 | 25.02 |
| o31ai_1 | 3 | 22.52 |
| nor2b_1 | 3 | 18.77 |
| or3_1 | 3 | 18.77 |
| inv_1 | 8 | 30.03 |
| o21a_1 | 5 | 37.54 |
==> layout make-up <==
type / count / area (um^2) / area share, %
multi-input cells: 98 / 740.7 / 66.37
repair buffers: 29 / 287.8 / 25.78
well taps: 46 / 57.56 / 5.157
inverters: 8 / 30.03 / 2.691
==> critical path, stage by stage <==
cell,delay (ns)
clkdlybuf4s50_1,0.58
inv_1,0.27
nand2_1,0.14
o21ai_0,0.34
inv_1,0.08
ha_1,0.27
nor2b_1,0.16
o31a_1,0.28
o211ai_2,0.18
nor3b_2,0.18
o31ai_1,0.12
nor4b_2,0.27
clkdlybuf4s50_1,0.50
==> per-layer routing <==
layer  up-vias  track usage (%)  routed length, um
li1        448                -                  -
met3         0           0.4545                 67
met5         -                0                  0
met4         0                0                  0
met1       365            8.587               1030
met2        19            11.40               1044
Power is estimated from default activity; no workload was simulated.
